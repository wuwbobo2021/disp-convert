$ cat design/flow/design.v
module convert(IN_LINE, IN_CP, IN_DATA, OUT_CP, OUT_PX);
	input IN_LINE;
	input IN_CP;
	input[7:0] IN_DATA;  
	output OUT_CP;
	reg FF_CP;
	output[3:0] OUT_PX;  
	reg[3:0] OUT_PX = 4'b0000;
	reg[1:0] CNT_CP;
	reg[1:0] RGB_REM1;
	reg[2:0] PX_REM;
	reg RGB_REM2;
	reg[11:0] RGB_CH = 12'b010100100001;
	function rgb_to_bool;
		input IN_R, IN_G, IN_B;
		input[1:0] IN_CNT_PX;  
		input[11:0] RGB_CH;
		rgb_to_bool = 
			(IN_R && RGB_CH[(4'D3)*IN_CNT_PX + 4'D0]) ||
			(IN_G && RGB_CH[(4'D3)*IN_CNT_PX + 4'D1]) ||
			(IN_B && RGB_CH[(4'D3)*IN_CNT_PX + 4'D2]);
	endfunction
	always @(posedge OUT_CP) begin
		RGB_CH[0] <= RGB_CH[11] ^ RGB_CH[7];
		RGB_CH[1] <= RGB_CH[0] ^ RGB_CH[9];
		RGB_CH[2] <= RGB_CH[1] ^ RGB_CH[3];
		RGB_CH[3] <= RGB_CH[2] ^ RGB_CH[6];
		RGB_CH[4] <= RGB_CH[3] ^ RGB_CH[1];
		RGB_CH[5] <= RGB_CH[4] ^ RGB_CH[5];
		RGB_CH[6] <= RGB_CH[5] ^ RGB_CH[8];
		RGB_CH[7] <= RGB_CH[6] ^ RGB_CH[10];
		RGB_CH[8] <= RGB_CH[7] ^ RGB_CH[4];
		RGB_CH[9] <= RGB_CH[8] ^ RGB_CH[1];
		RGB_CH[10] <= RGB_CH[9] ^ RGB_CH[2];
		RGB_CH[11] <= RGB_CH[10] ^ RGB_CH[11];
	end
	always @(negedge IN_CP or posedge IN_LINE) begin
		if (IN_LINE) begin
			CNT_CP <= 2'b00;
			RGB_REM1 <= 2'b00;
			PX_REM <= 3'b000;
			RGB_REM2 <= 1'b0;
			OUT_PX <= 4'b0000;
		end else begin
			case (CNT_CP)
			2'b00: begin
				OUT_PX[0] <= rgb_to_bool(IN_DATA[0], IN_DATA[1], IN_DATA[2], 2'D0, RGB_CH);
				OUT_PX[1] <= rgb_to_bool(IN_DATA[3], IN_DATA[4], IN_DATA[5], 2'D1, RGB_CH);
				RGB_REM1 <= IN_DATA[7:6];
			end
			2'b01: begin
				OUT_PX[2] <= rgb_to_bool(RGB_REM1[0], RGB_REM1[1], IN_DATA[0], 2'D2, RGB_CH);
				OUT_PX[3] <= rgb_to_bool(IN_DATA[1], IN_DATA[2], IN_DATA[3], 2'D3, RGB_CH);
				PX_REM <= IN_DATA[6:4];
				RGB_REM2 <= IN_DATA[7];
				FF_CP <= !FF_CP;
			end
			2'b10: begin
				OUT_PX[0] <= rgb_to_bool(PX_REM[0], PX_REM[1], PX_REM[2], 2'D0, RGB_CH);
				OUT_PX[1] <= rgb_to_bool(RGB_REM2, IN_DATA[0], IN_DATA[1], 2'D1, RGB_CH);
				OUT_PX[2] <= rgb_to_bool(IN_DATA[2], IN_DATA[3], IN_DATA[4], 2'D2, RGB_CH);
				OUT_PX[3] <= rgb_to_bool(IN_DATA[5], IN_DATA[6], IN_DATA[7], 2'D3, RGB_CH);
				FF_CP <= !FF_CP;
			end
			endcase
			if (CNT_CP == 2'b10) begin
				CNT_CP <= 2'b00;
			end else begin
				CNT_CP <= CNT_CP + 2'b01;
			end
		end
	end
	(*KEEP = "TRUE"*)wire WIRE_CP_NOT1;
	(*KEEP = "TRUE"*)wire WIRE_CP_NOT2;
	(*KEEP = "TRUE"*)wire WIRE_CP_NOT3;
	(*KEEP = "TRUE"*)wire WIRE_CP_NOT4;
	(*KEEP = "TRUE"*)wire WIRE_CP_NOT5;
	(*KEEP = "TRUE"*)wire WIRE_CP_NOT6;
	(*KEEP = "TRUE"*)wire WIRE_CP_NOT7;
	(*KEEP = "TRUE"*)wire WIRE_CP_NOT8;
	not DELAY1(WIRE_CP_NOT1, FF_CP);
	not DELAY2(WIRE_CP_NOT2, WIRE_CP_NOT1);
	not DELAY3(WIRE_CP_NOT3, WIRE_CP_NOT2);
	not DELAY4(WIRE_CP_NOT4, WIRE_CP_NOT3);
	not DELAY5(WIRE_CP_NOT5, WIRE_CP_NOT4);
	not DELAY6(WIRE_CP_NOT6, WIRE_CP_NOT5);
	not DELAY7(WIRE_CP_NOT7, WIRE_CP_NOT6);
	not DELAY8(WIRE_CP_NOT8, WIRE_CP_NOT7);
	assign OUT_CP = (FF_CP != WIRE_CP_NOT8);
endmodule
$ cat design/flow/run.sh
#!/bin/bash
# OpenROAD 26Q1-2900-gdf79404cd8, Yosys 0.63+post, stock flow scripts
make -C /OpenROAD-flow-scripts/flow DESIGN_CONFIG=/design/flow/config.mk WORK_HOME=/design/flow/orfs finish
$ cat design/flow/config.mk
export PLATFORM = sky130hd
export DESIGN_NAME = convert
export DESIGN_NICKNAME = convert
export VERILOG_FILES = /design/flow/design.v
export SDC_FILE = /design/flow/constraint.sdc
export NUM_CORES = 4
export LEC_CHECK = 1
export CORE_AREA = 10 10 70 70
export DIE_AREA = 0 0 80 80
$ cat design/flow/constraint.sdc
current_design convert

set clk_period 1.9
set clk_io_pct 0.2

create_clock -name clk0 -period $clk_period [get_ports {IN_CP}]

set non_clock_inputs [all_inputs -no_clocks]
set_input_delay [expr $clk_period * $clk_io_pct] -clock clk0 $non_clock_inputs
set_output_delay [expr $clk_period * $clk_io_pct] -clock clk0 [all_outputs]
==> reports/qor.tcl <==
set qor(result_of_the_run) {finished, violations left}
set qor(failed_checks) {setup timing}
set qor(holdCritStartpoint) {PX_REM$_DFFE_NP0N_}
set qor(finalSetupViolations) 5
set qor(area_delta_synth_final_pct) 51.4
set qor(global_route.overflow_total) 0
set qor(design.portCount) 15
set qor(synth_area_sq_um) 358
set qor(cp_data_arrival_time_ns) 1.72
set qor(final_max_slew_violation_tally) 0
set qor(netSwitchingPower_mw) 0.0682
set qor(cts_buffers) 3
set qor(ys_chip_area_sq_um) 358
set qor(gp_congestion) 0.703
set qor(post-place-cells) 86
set qor(final_antenna_net_count) 0
set qor(peakVddDrop_uv) 314
set qor(power.share.switching) 0.208
set qor(grt_setup_unrepaired) {true}
set qor(critPathBufInv) 1
set qor(final_layout_top_logic_cells) {7 x sky130_fd_sc_hd__dfrtn_1, 6 x sky130_fd_sc_hd__clkdlybuf4s50_1, 5 x sky130_fd_sc_hd__ha_1}
set qor(first_pass_iters) 2
set qor(grt_antenna_before_repair) 0
set qor(cp_num_cells) 1
set qor(die_y_microns) 80
set qor(critPathKind) {reg2out}
set qor(route.detailed.wl_per_inst_microns) 8.80
set qor(timing.rr.start) {CNT_CP[0]$_DFF_NP0_}
set qor(share_comb_of_total_power) 0.101
set qor(power-per-cell-area_mw_per_mm2) 605
set qor(routed_via_density) 2.75
set qor(rows) 21
set qor(crit_slowest_cell) {sky130_fd_sc_hd__dfrtn_1}
set qor(internal_power_mw) 0.259
set qor(end_kind) {primary output}
set qor(fp_util) 0.105
set qor(ys_seq_share) 0.490
set qor(critical_path.reg2reg.endpoint) {OUT_PX[0]$_DFFE_NP0P_}
set qor(post_route_cells_drive_above_1_share) 0.283
set qor(critical_path.max_fanout) 2
set qor(crit_path_start_kind) {flip-flop}
set qor(p_clk_frac) 0.415
set qor(io_buffers) 11
set qor(timing.hold.worst_endpoint) {PX_REM$_DFFE_NP0N_}
set qor(layout_setup_ws_ns) -0.203
set qor(vias_in_the_first_global_route) 283
set qor(syn_area_per_cell_sq_um) 11.9
set qor(openroad.warnings) 34
set qor(die_width_microns) 80
set qor(maximum_number_of_buffers_from_clock_root_to_sink) 2
set qor(via_total_after_detailed_routing) 253
set qor(worst-endpoint-required_ns) 1.52
set qor(dieArea_sq_mm) 0.00640
set qor(clock_latency_ns) 0.26
set qor(critical_path.cell_chain) {buf_2}
set qor(synth_warnings) 1
set qor(core_area_sq_mm) 0.00342
set qor(cts_root_buffer) {sky130_fd_sc_hd__clkbuf_4}
set qor(cp_top_family) {flip-flops}
set qor(tritoncts_clock_tree) {yes}
set qor(clock_tree.htree_level_count) 1
set qor(timing.hold.ws_ns) 0.464
set qor(worst_r2r_path_depth) 4
set qor(finalClockSkew_ns) 0.00205
set qor(synth_flops) 7
set qor(cts_hold_repair.buffers) 0
set qor(postRouteWirelength_microns) 810
set qor(cts.clk_slew.worst_paths_ns) 0.04
set qor(finish.cell_count_without_fillers) 92
set qor(detailedRoute.firstIterationViolations) 3
set qor(drc) 0
set qor(gr-usage-all-layers) 0.0270
set qor(diodes) 0
set qor(crit_path_max_incr_delay_ns) 0.41
set qor(synthesis.instances) 30
set qor(seq_power_share) 0.484
set qor(max_cap_viol_count) 0
set qor(hold_class) {reg2reg}
set qor(yosysCellCount) 30
set qor(layout.filler_cells) 399
set qor(final_layout_top_logic_cell) {sky130_fd_sc_hd__dfrtn_1}
set qor(cts_num_sinks) 7
set qor(maximum_number_of_pins_on_one_net_before_global_route_repair) 8
set qor(finalHoldViolations) 0
set qor(total_leakage_power_nw) 0.242
set qor(total_power_after_layout_mw) 0.328
set qor(synth.lib_cells_used.distinct) 12
set qor(worstHoldPathCells) 1
set qor(grt_first_pass_wirelength_mm) 1.34
set qor(timing.reg2reg.setup_slack_ns) 0.45
==> cells in the mapped netlist <==
cell                      instances  area (sq um)
sky130_fd_sc_hd__a21oi_1          2          10.0
sky130_fd_sc_hd__buf_4            1          7.51
sky130_fd_sc_hd__conb_1           1          3.75
sky130_fd_sc_hd__dfrtn_1          7           175
sky130_fd_sc_hd__ha_1             5          62.6
sky130_fd_sc_hd__inv_1            3          11.3
sky130_fd_sc_hd__mux2_2           2          22.5
sky130_fd_sc_hd__mux2_4           1          15.0
sky130_fd_sc_hd__mux2i_1          3          30.0
sky130_fd_sc_hd__nand2_1          1          3.75
sky130_fd_sc_hd__nor2_1           3          11.3
sky130_fd_sc_hd__o21ai_0          1          5.00
==> worst reg2reg max path, delay by kind of cell (launching register included) <==
family | cells | cell delay (ns)
DFF | 1 | 0.43
adders and majority gates | 1 | 0.22
buffers and inverters | 1 | 0.08
muxes | 2 | 0.56
==> per-stage QoR <==
step | setup WS [ns] | utilization | setup TNS [ns] | area, sq um
floorplan | -0.0850 | - | -0.0850 | 358
global placement | -0.525 | 0.152 | -2.67 | 518
detailed placement | -0.551 | 0.152 | -2.71 | 518
CTS | -0.221 | 0.155 | -0.925 | 531
global route | -0.256 | 0.159 | -0.974 | 542
finish | -0.203 | 0.159 | -0.778 | 542
==> per-layer routing <==
layer	track usage	part of all wire	up-vias	routed length, microns
li1	-	-	127	-
met1	0.0350	0.50	115	407
met2	0.0353	0.38	9	311
met3	0.0182	0.091	2	74
met4	0.00704	0.020	0	16
met5	0	0	-	0
==> flip-flops by register name (all words and copies together), names as in the netlist <==
register,count
PX_REM,1
OUT_PX,4
CNT_CP,2
==> how the worst max path moves through the flow <==
stage | end | slack, ns | startpoint
finish | OUT_PX[0] | -0.20 | OUT_PX[0]$_DFFE_NP0P_
global route | OUT_PX[1] | -0.26 | OUT_PX[1]$_DFFE_NP0P_
CTS | OUT_PX[0] | -0.22 | OUT_PX[0]$_DFFE_NP0P_
==> what timing repair did <==
action / 4_1_cts / 5_1_grt
gates resized: 13 / 4
buffers inserted: 1 / 1
endpoints found under the setup margin: 5 / 6
==> power groups by stage <==
stage / logic [mW] / clock network (mW) / registers [mW]
CTS: 0.0315 / 0.144 / 0.159
global route: 0.0368 / 0.153 / 0.160
finish: 0.0330 / 0.136 / 0.159
==> layout make-up <==
type	instances	area, sq um	share of cell area
multi-input combinational	19	171	0.316
sequential	7	175	0.323
inverter	3	11.3	0.0208
tap	46	57.6	0.106
clock buffer	4	26.3	0.0485
timing repair buffer	13	100	0.185
==> logic make-up after synthesis <==
family | after synthesis | share of synthesized area
other | 1 | 0.0105
DFF | 7 | 0.490
AOI/OAI and AO/OA | 3 | 0.0419
buffers and inverters | 4 | 0.0525
and+or+nand+nor | 4 | 0.0419
adders and majority gates | 5 | 0.175
muxes | 6 | 0.189
Power and IR drop assume default switching activity.
